### run.sh
#!/bin/bash
# OpenROAD 26Q1-2900-gdf79404cd8, Yosys 0.63+post, stock flow scripts
make -C /OpenROAD-flow-scripts/flow DESIGN_CONFIG=/design/flow/config.mk WORK_HOME=/design/flow/orfs finish
### config.mk
export PLATFORM = sky130hd
export DESIGN_NAME = skin
export DESIGN_NICKNAME = skin
export VERILOG_FILES = /design/flow/design.v
export SDC_FILE = /design/flow/constraint.sdc
export NUM_CORES = 4
export LEC_CHECK = 1
export CORE_UTILIZATION = 50
### constraint.sdc
current_design skin

set clk_period 4.7
set clk_io_pct 0.2

create_clock -name clk0 -period $clk_period [get_ports {sys_clk}]

set non_clock_inputs [all_inputs -no_clocks]
set_input_delay [expr $clk_period * $clk_io_pct] -clock clk0 $non_clock_inputs
set_output_delay [expr $clk_period * $clk_io_pct] -clock clk0 [all_outputs]
### design.v
module process (input wire data_in_valid,
                input wire [7:0] r_data_in,
                input wire [7:0] g_data_in,
                input wire [7:0] b_data_in,
                output reg [7:0] r_data_out,
                output reg [7:0] g_data_out,
                output reg [7:0] b_data_out,
                output wire data_out_ready);
    assign data_out_ready = data_in_valid;
    always @(*) begin
        r_data_out = r_data_in;
        g_data_out = g_data_in;
        b_data_out = b_data_in;
    end
endmodule
module skin(input sys_clk,
            input sys_rst_n,
            input bit_in,
            output bit_out);
    wire         dout_vld;
    wire  [7:0]  dout;
    wire data_out_ready1;
    wire [7:0] r_data1;
    wire [7:0] g_data1;
    wire [7:0] b_data1;
    wire data_out_ready2;
    wire [7:0] r_data2;
    wire [7:0] g_data2;
    wire [7:0] b_data2;
    wire data_in_valid;
    wire [7:0] data_in;
    wire data_out_ready;
    wire [7:0] data_out;
    assign data_in       = dout;
    assign data_in_valid = dout_vld;
    uart_rx ur(
    .sys_clk(sys_clk),
    .sys_rst_n(sys_rst_n),
    .bit_in(bit_in),
    .dout_vld(dout_vld),
    .dout(dout)
    );
    uart_tx ut(
    .sys_clk(sys_clk),
    .sys_rst_n(sys_rst_n),
    .din(data_out),
    .send_start(data_out_ready),
    .bit_out(bit_out)
    );
    whatever1
    whatever1_dut (
    .sys_clk(sys_clk),
    .sys_rst_n(sys_rst_n),
    .data_in_valid(data_in_valid),
    .data_in(data_in),
    .r_data_out(r_data1),
    .g_data_out(g_data1),
    .b_data_out(b_data1),
    .data_out_ready(data_out_ready1)
    );
    process
    process_dut(
    .data_in_valid(data_out_ready1),
    .r_data_in(r_data1),
    .g_data_in(g_data1),
    .b_data_in(b_data1),
    .r_data_out(r_data2),
    .g_data_out(g_data2),
    .b_data_out(b_data2),
    .data_out_ready(data_out_ready2)
    );
    whatever2
    #(.COUNT1_MAX (10'd4000))
    whatever2_dut(
    .sys_clk(sys_clk),
    .sys_rst_n(sys_rst_n),
    .data_in_valid(data_out_ready2),
    .r_data_in(r_data2),
    .g_data_in(g_data2),
    .b_data_in(b_data2),
    .data_out(data_out),
    .data_out_ready(data_out_ready)
    );
endmodule
module uart_rx( sys_clk,
                sys_rst_n,
                bit_in,
                dout_vld,
                dout
);
input           sys_clk;
input           sys_rst_n;
input           bit_in;
output          dout_vld;
output  [7:0]   dout;
reg             en;
reg     [16:0]   clk_cnt;
reg     [3:0]   bit_cnt;
reg     [1:0]   a;
reg     [2:0]   bit_in_dly;
reg     [7:0]   dout;
reg             dout_vld;
always @(posedge sys_clk or negedge sys_rst_n) begin
if(~sys_rst_n)
    bit_in_dly <= 3'b111;
else
    bit_in_dly <= {bit_in_dly[1:0], bit_in};
end
always @(posedge sys_clk or negedge sys_rst_n) begin
if(~sys_rst_n)
    en <= 1'b0;
else if(~bit_in_dly[1])
    en <= 1'b1;
else if((clk_cnt == 17'd399) && (bit_cnt == 4'd9))
    en <= 1'b0;
end
always @(posedge sys_clk or negedge sys_rst_n) begin
if(~sys_rst_n)
    clk_cnt <= 17'd0;
else if(clk_cnt == 17'd399)
    clk_cnt <= 17'd0;
else if(en)
    clk_cnt <= clk_cnt + 1'b1;
end
always @(posedge sys_clk or negedge sys_rst_n) begin
if(~sys_rst_n)
    bit_cnt <= 4'd0;
else if((clk_cnt == 17'd399) && (bit_cnt == 4'd9))
    bit_cnt <= 4'd0;
else if(clk_cnt == 17'd399)
    bit_cnt <= bit_cnt + 1'b1;
end
always @(posedge sys_clk or negedge sys_rst_n) begin
if(~sys_rst_n)
    a <= 2'd0;
else if(clk_cnt == 17'd180 || clk_cnt == 17'd200 || clk_cnt == 17'd220)
    a <= a + bit_in_dly[2];
else if(clk_cnt == 17'd240)
    a <= 2'd0;
end
always @(posedge sys_clk or negedge sys_rst_n) begin
if(~sys_rst_n)
    dout <= 8'd0;
else if((clk_cnt == 17'd399) && (bit_cnt == 4'd9))
    dout <= 8'd0;
else if(clk_cnt == 17'd230 && 4'd1 <= bit_cnt <= 4'd8)
    dout[bit_cnt-1] <= a>=2'd2 ? 1'b1 : 1'b0;
end
always @(posedge sys_clk or negedge sys_rst_n) begin
if(~sys_rst_n)
    dout_vld <= 1'b0;
else if((clk_cnt == 17'd230) && (bit_cnt == 4'd9))
    dout_vld <= 1'b1;
else
    dout_vld <= 1'b0;
end
endmodule
module uart_tx (sys_clk,		 
				sys_rst_n, 		     
				din,			 
				send_start,	     
				bit_out		     
				);
input           sys_clk;		 
input			sys_rst_n;  	     
input		[7:0]	din;    		 
input			send_start;	     
output			bit_out;	     
reg     [9:0]   din_temp;
reg             en;
reg     [16:0]   clk_cnt;
reg     [3:0]   bit_cnt;
reg             bit_out;
always @(posedge sys_clk or negedge sys_rst_n) begin
if(~sys_rst_n)
    din_temp <= 10'd0;
else if(send_start)
    din_temp <= {1'b1, din, 1'b0};
else if((clk_cnt == 17'd399) && (bit_cnt == 4'd9))
    din_temp <= 10'd0;
end
always @(posedge sys_clk or negedge sys_rst_n) begin
if(~sys_rst_n)
    en <= 1'b0;
else if(send_start)
    en <= 1'b1;
else if((clk_cnt == 17'd399) && (bit_cnt == 4'd9))
    en <= 1'b0;
end
always @(posedge sys_clk or negedge sys_rst_n) begin
if(~sys_rst_n)
    clk_cnt <= 17'd0;
else if(clk_cnt == 17'd399)
    clk_cnt <= 17'd0;
else if(en)
    clk_cnt <= clk_cnt + 1'b1;
end
always @(posedge sys_clk or negedge sys_rst_n) begin
if(~sys_rst_n)
    bit_cnt <= 4'd0;
else if((clk_cnt == 17'd399) && (bit_cnt == 4'd9))
    bit_cnt <= 4'd0;
else if(clk_cnt == 17'd399)
    bit_cnt <= bit_cnt + 1'b1;
end
always @(posedge sys_clk or negedge sys_rst_n) begin
if(~sys_rst_n)
    bit_out <= 1'b1;
else if(en)
    bit_out <= din_temp[ bit_cnt ];
else
    bit_out <= 1'b1;
end
endmodule
module whatever1 (input wire sys_clk,
                  input wire sys_rst_n,
                  input wire data_in_valid,
                  input wire [7:0] data_in,
                  output reg [7:0] r_data_out,
                  output reg [7:0] g_data_out,
                  output reg [7:0] b_data_out,
                  output reg data_out_ready);
    reg [7:0] l_shift[1:0];
    reg [1:0] count;
    always @(posedge sys_clk or negedge sys_rst_n) begin
        if (sys_rst_n == 1'b0) begin
            l_shift[2] <= 8'b0;
            l_shift[1] <= 8'b0;
            l_shift[0] <= 8'b0;
        end
        else begin
            if (data_in_valid == 1'b1) begin
                l_shift[1] <= l_shift[0];
                l_shift[0] <= data_in;
            end
        end
    end
    always @(posedge sys_clk or negedge sys_rst_n) begin
        if (sys_rst_n == 1'b0) begin
            count <= 2'b0;
        end
        else begin
            if (data_in_valid == 1'b1) begin
                if (count == 2'd3) begin
                    count <= 2'd1;
                end
                else begin
                    count <= count+2'd1;
                end
            end
        end
    end
    always @(posedge sys_clk or negedge sys_rst_n) begin
        if (sys_rst_n == 1'b0) begin
            data_out_ready <= 1'b0;
        end
        else begin
            if (data_in_valid == 1'b1 && count == 2'd2) begin
                data_out_ready <= 1'b1;
            end
            else begin
                data_out_ready <= 1'b0;
            end
        end
    end
    always @(posedge sys_clk or negedge sys_rst_n) begin
        if (sys_rst_n == 1'b0) begin
            r_data_out <= 8'd0;
            g_data_out <= 8'd0;
            b_data_out <= 8'd0;
        end
        else begin
            if (data_in_valid == 1'b1 && count == 2'd2) begin
                r_data_out <= l_shift[1];
                g_data_out <= l_shift[0];
                b_data_out <= data_in;
            end
        end
    end
endmodule
module whatever2 (input wire sys_clk,
                  input wire sys_rst_n,
                  input wire data_in_valid,
                  input wire [7:0] r_data_in,
                  input wire [7:0] g_data_in,
                  input wire [7:0] b_data_in,
                  output reg [7:0] data_out,
                  output reg data_out_ready);
    parameter COUNT1_MAX = 4000;
    reg [31:0] count1;
    reg [1:0] count2;
    reg [7:0] r_data;
    reg [7:0] g_data;
    reg [7:0] b_data;
    always @(posedge sys_clk or negedge sys_rst_n) begin
        if (sys_rst_n == 1'b0) begin
            r_data <= 8'b0;
            g_data <= 8'b0;
            b_data <= 8'b0;
        end
        else begin
            if (data_in_valid == 1'b1) begin
                r_data <= r_data_in;
                g_data <= g_data_in;
                b_data <= b_data_in;
            end
        end
    end
    always @(posedge sys_clk or negedge sys_rst_n) begin
        if (sys_rst_n == 1'b0) begin
            count1 <= 0;
        end
        else begin
            if (data_in_valid == 1'b1) begin
                count1 <= 0;
            end
            else begin
                if (count1 == COUNT1_MAX-1) begin
                    count1 <= 0;
                end
                else begin
                    count1 <= count1+1;
                end
            end
        end
    end
    always @(posedge sys_clk or negedge sys_rst_n) begin
        if (sys_rst_n == 1'b0) begin
            count2 <= 2'd2;
        end
        else begin
            if (data_in_valid == 1'b1) begin
                count2 <= 2'd0;
            end
            else begin
                if (count1 == COUNT1_MAX-1) begin
                    if (count2 == 2'd2) begin
                        count2 <= 2'd2;
                    end
                    else begin
                        count2 <= count2+2'd1;
                    end
                end
            end
        end
    end
    always @(posedge sys_clk or negedge sys_rst_n) begin
        if (sys_rst_n == 1'b0) begin
            data_out_ready <= 1'b0;
        end
        else begin
            if (data_in_valid == 1'b1||(count1 == COUNT1_MAX-1&&count2 < 2'd2)) begin
                data_out_ready <= 1'b1;
            end
            else begin
                data_out_ready <= 1'b0;
            end
        end
    end
    always @(*) begin
        case (count2)
            2'd0:data_out    <= r_data;
            2'd1:data_out    <= g_data;
            2'd2:data_out    <= b_data;
            default:data_out <= 8'd0;
        endcase
    end
endmodule
==> run notes <==
Summary of implementation figures.

Power and ir drop
The worst-case IR drop observed on VDD is 0.238 mV. The flow reports that the clock network draws 46.1% of the design power. The script extracted a net switching power of 594 uW.

The internal power component is 2.17 mW. The power density over cell area is 316 mW/mm2. The proportion of power drawn by flip-flops and latches is 52.8%. The total power is 2.76 mW. Of the total power, the share spent switching nets is 21.5%. Per report_power, the combinational group accounts for 1.1% of the total. Summed over all cells, the static leakage comes to 4.05 nW.

Floorplan
The chip width is 128 um. The core region is 0.0154 mm2. The die is 128 um tall. The number of top-level pins is 4. The chip occupies 0.0164 mm2.

The report lists the number of standard-cell rows as 45. Before placement the cells fill 51.7% of the core.

Worst hold path
The beginning of the worst hold path is ur.bit_in_dly[0]. Along the worst hold path, the cell count comes to 0. The path class of the tightest hold or removal check is reg -> reg.

Synth
The combined area of all synthesized cells is 0.00794 mm2. The count of library flops with an enable pin is 0. The synthesized area per cell is 11.3 um2. The number of distinct library cell variants in the gate-level netlist after synthesis is 56. Of all flip-flops after synthesis, the portion carrying an async set or reset was 100%. The synthesis warning total is 7. The count of state elements after synthesis is 169. The share of synthesized area occupied by flip-flops and latches is 53.3%. Looking at the cell usage after synthesis, the top flip-flop cell is dfrtp_1. In the synthesis report, Yosys lists the chip area as 0.00794 mm2. Yosys stat counts 705 cells in the synthesized netlist. Per the post-synthesis report, the number of cells in the design is 705.

Critical path
The beginning of the worst register-to-register path is ur.bit_cnt[0]. The worst setup slack for register-to-register paths is 760 ps. According to the timing report, the critical path is launched from ur.bit_cnt[0]. The worst endpoint data arrival time is 4280 ps. The worst register-to-register path has a depth of 11. The cell family contributing the most delay on the critical path is simple AND/OR/NAND/NOR gates.

Among all stages on the critical path, the maximum delay recorded is 610 ps. The highest fanout seen on the critical path is 13. The worst setup path is of the reg -> reg kind.

The launching element type of the critical path is a register. The number of cells on the critical path is 11. The slowest stage of the critical path belongs to the cell dfrtp_1. STA classifies the critical path endpoint as a register. Data on the critical path is required at its endpoint by 5040 ps. The report lists the cells along the critical path as inv_1 -> ha_1 -> nand2_1 -> nor2_1 -> nand2_1 -> ha_1 -> nor4b_1 -> nand3_1 -> a2111o_1 -> nor4b_4 -> mux2i_1. Per the post-run analysis, buffers plus inverters along the critical path come to 1.

Clock tree
The post-CTS hold buffer count recorded in the log is 0. Clock tree synthesis selected as its root buffer the cell clkbuf_16. In this run the deepest clock path goes through 2 buffers. The TritonCTS clock tree is built. The clock H-tree reported by CTS has 4 levels. The insertion delay of the later-clocked pin in the worst-skew pair is 420 ps. The clock transition at the register clock pins on the worst setup and hold paths after CTS is 60 ps.

According to the CTS report, the clock sink count is 169. After clock tree synthesis, the setup repair step added 0 buffers. TritonCTS created 17 clock buffers. Post-CTS repair ended up resizing 0 cells.

Detailed routing
In this run, the number of DRC markers left after iteration 0 of detailed routing was 312. Nets still carrying antenna violations after routing amount to 0. In the routed layout, each cell is associated on average with a via count of 5.46. The routed layout reports a DRC error count of 0. The count of antenna diodes in the layout is 0.

The number of detailed-route iterations in the first pass is 5. TritonRoute output was used to compute an average wire per cell of 14.5 um. The detailed router placed 5066 vias in this run. The total wire length is 13500 um.

Timing
The final critical path takes up 83.9% of the cycle. Checking max transition, the worst relative margin is 33.8%. Per the final timing report, the hold violations number 0.

Counting I/O delays and the setup requirement, the final critical path takes 3940 ps. Hold timing on the final database bottoms out at a slack of 356 ps. The transition time at the pin with the least slew margin is 984 ps. Setup repair after global routing left no endpoint under its margin.

Between clock sinks in the finished design, the worst skew comes to 7.30 ps. The sum of negative setup slack is 0 ps. The final-report setup violation count is 0. Per the timing report, the achievable frequency comes out to 254 MHz.

Per the final report, max-transition violations number 0.

GRT
After global routing the overflow that remains totals 0. The initial antenna violation count is 0. The via count of the first global-routing pass is 4853. The first global-routing pass estimated 23900 um of wire.

The maximum number of pins on one net before global-route repair is 97. Summed over all routing layers, the global router reports a total usage of 18.9%.

Flow run
The tool warning count for the run is 35. The number of maximum-capacitance constraint violations is 0.

Finish
The area taken by multi-input logic gates is 0.00351 mm2. The ratio of cells with drive above 1 in the final layout is 17.4%. The finished layout holds 928 standard cells, fillers aside. The combined flip-flop and latch cell area is 0.00424 mm2. After filler insertion, the fill cell instance count of the layout stands at 1223. Once layout is done, the placed cells without fillers occupy 0.00874 mm2. The signed area change from the synthesized netlist to the final layout is 10.1%.

Place
The port buffer count is 3. The placed cell count is 896. The routability congestion estimate is 0.850.

Per the detailed placement report, the placed cell area equals 0.00819 mm2. The HPWL after detailed placement is 8800 um.

Status
The flow ran to the end, and the final reports show no timing, DRC or antenna violations.
==> layout make-up <==
| class | count | area share, % |
|---|---|---|
| flip-flops and latches | 169 | 48.4 |
| repair buffers | 12 | 1.27 |
| inverters | 20 | 0.859 |
| multi-input cells | 484 | 40.1 |
| well taps | 211 | 3.02 |
| clock inverters | 12 | 1.07 |
| clock buffers | 20 | 5.22 |
==> layout by cell type (no fill, tap or decap), types with 3 or more instances in the layout <==
cell type | netlist | routed
dfrtp_1 | 164 | 164
nor2_1 | 67 | 67
mux2_2 | 67 | 67
nand2_1 | 49 | 49
xor2_1 | 36 | 36
nand3_1 | 34 | 34
ha_1 | 24 | 24
xnor2_1 | 23 | 23
nand4_1 | 23 | 23
inv_1 | 20 | 20
clkbuf_16 | 0 | 17
a21oi_1 | 13 | 13
nor4_1 | 13 | 13
nor3_1 | 13 | 13
and3_1 | 11 | 11
mux2i_1 | 11 | 11
o21ai_0 | 10 | 10
nand2b_1 | 10 | 10
o22ai_1 | 10 | 10
a222oi_1 | 8 | 8
buf_4 | 0 | 8
or3_1 | 5 | 5
or4_1 | 5 | 5
o21ai_1 | 5 | 5
clkinvlp_4 | 0 | 5
dfstp_2 | 5 | 5
nand4b_1 | 4 | 4
nor4_2 | 4 | 4
nand3b_1 | 3 | 3
a21o_1 | 3 | 3
clkinv_4 | 0 | 3
==> per-layer routing <==
layer	up-vias	share of wire (%)	track usage (%)
li1	2503	-	-
met1	2486	50	31.5
met2	66	45	27.9
met3	11	3.6	3.74
met4	0	0.97	2.01
met5	-	0	0
==> logic make-up after synthesis <==
group,share of synthesized area (%)
adder cells (fa/ha/maj),3.78
AND-OR/OR-AND,4.84
AND/OR/NAND/NOR,17.6
buffers and inverters,2.52
XOR/XNOR,6.51
multiplexers,11.5
flip-flops,53.3
==> power groups by stage <==
stage | registers, mW | logic (mW) | clock network [mW]
after CTS | 1.46 | 0.0335 | 1.31
after global routing | 1.46 | 0.0374 | 1.38
final | 1.46 | 0.0306 | 1.27
==> final timing paths <==
| kind | to |
|---|---|
| max | ur.dout[1] |
| min | ur.bit_in_dly[1] |
| max reg2reg | ur.dout[1] |
| min reg2reg | ur.bit_in_dly[1] |
| max in group asynchronous | ut.clk_cnt[11] |
| min in group asynchronous | whatever2_dut.count1[1] |
==> cells in the mapped netlist (11+ instances only) <==
master,n,area [um2]
clkbuf_1,20,75.1
xnor2_1,23,201
nand2_1,49,184
xor2_1,36,315
mux2i_1,11,110
nand3_1,34,170
dfrtp_1,164,4100
nor3_1,13,65.1
a21oi_1,13,65.1
ha_1,24,300
mux2_2,67,754
nor2_1,67,251
nor4_1,13,81.3
and3_1,11,68.8
nand4_1,23,144
inv_1,20,75.1
==> per-stage QoR <==
| step | util [%] | setup slack, ps |
|---|---|---|
| global route | 56.9 | 414 |
| floorplan | - | 1060 |
| finish | 56.9 | 758 |
| CTS | 56.9 | 820 |
| global placement | 53.3 | 1020 |
| detailed placement | 53.3 | 852 |
==> flip-flops by register name (all words and copies together) (netlist names) <==
signal,cells
whatever2_dut.count1,32
ut.bit_cnt,4
whatever1_dut.data_out_ready,1
ur.a,2
ur.bit_in_dly,3
ur.clk_cnt,17
whatever2_dut.r_data,8
whatever1_dut.r_data_out,8
ur.en,1
whatever1_dut.g_data_out,8
whatever1_dut.b_data_out,8
ut.din_temp,9
ur.dout,8
whatever2_dut.count2,2
whatever2_dut.b_data,8
ut.bit_out,1
ur.dout_vld,1
ur.bit_cnt,4
whatever2_dut.data_out_ready,1
ut.clk_cnt,17
whatever1_dut.count,2
whatever2_dut.g_data,8
whatever1_dut.l_shift,16
No activity file was given, so power comes from the tool's default toggle rates.
